**design.v**
```verilog
module HC_161(Q, TC, MR, CP, CEP, CET, PE, D);
	input MR, CP, CEP, CET, PE;
	input [3:0] D;
	output TC;
	output [3:0] Q;
	reg TC;
	reg [3:0] Q;
	always@(negedge MR, posedge CP)
		if(!MR)
			Q = 0;
		else if(CEP & CET & PE)
			Q = Q+1;
		else if(!PE)
			Q = D;
	assign TC = &{CET, Q};
endmodule
```
**constraint.sdc**
```tcl
current_design HC_161

set clk_period 1.8
set clk_io_pct 0.2

create_clock -name clk0 -period $clk_period [get_ports {CP}]

set non_clock_inputs [all_inputs -no_clocks]
set_input_delay [expr $clk_period * $clk_io_pct] -clock clk0 $non_clock_inputs
set_output_delay [expr $clk_period * $clk_io_pct] -clock clk0 [all_outputs]
```
**config.mk**
```make
export PLATFORM = sky130hd
export DESIGN_NAME = HC_161
export DESIGN_NICKNAME = HC_161
export VERILOG_FILES = /design/flow/design.v
export SDC_FILE = /design/flow/constraint.sdc
export NUM_CORES = 4
export LEC_CHECK = 1
export CORE_AREA = 10 10 70 70
export DIE_AREA = 0 0 80 80
```
**run.sh**
```bash
#!/bin/bash
# OpenROAD 26Q1-2900-gdf79404cd8, Yosys 0.63+post, stock flow scripts
make -C /OpenROAD-flow-scripts/flow DESIGN_CONFIG=/design/flow/config.mk WORK_HOME=/design/flow/orfs finish
```
==> GITHUB_STEP_SUMMARY <==
## Implementation flow summary

| Metric | Value |
|---|---|
| Via/cell ratio | 2.86 |
| Largest net degree at the start of global routing | 9 |
| Chip height | 80 um |
| CP Depth | 2 |
| Hold_buf cts | 0 |
| Max clock buf depth | 2 |
| WL final | 825 um |
| Syn-to-layout area delta | 110% |
| CTS Root Cell | clkbuf_4 |
| Tmin final | 1.55 ns |
| Slowest stage cell, crit path | clkdlybuf4s50_1 |
| Status | finished clean |
| Syn avg cell area | 9.47 sq um |
| Crit path buf inv count | 2 |
| Post-layout period usage | 86.1% |
| Worst setup EP type | primary output |
| Worst EP required | 1.44 ns |
| Max frequency | 645 MHz |
| VDD IR max | 0.000160 V |
| Crit path kind | flop to primary output |
| Startpoint Class | flop |
| Slowest stage delay, CP | 0.48 ns |
| Worst-path clk slew | 0.04 ns |
| Gr ovfl total | 0 |
| Yosys cell count | 23 |
| Routed Antenna Nets | 0 |
| Die area | 0.00640 sq mm |
| Final Core Density | 13.4% |
| Port bufs | 13 |
| Clock Skew | 0.000202 ns |
| Chip Area, Yosys | 218 sq um |
| Routability cong. | 0.757 |
| Arrival time worst endpoint | 1.19 ns |
| Total CTS buffers | 3 |
| Cell Area, Synth | 218 sq um |
| Ratio of cells with drive above 1 in the final layout | 23.8% |
| Worst R2R Path Depth | 5 |
| Path category of the worst min-delay check | primary input to asynchronous set/reset pin |
| Core Rows | 21 |
| CTS tree | yes |
| CP delay by family, top | buffers and inverters |
| Slew @ Worst Pin | 0.299 ns |
| Vias | 252 |
| IO Pins | 14 |
| # Max-Cap Violations | 0 |
| Endpoints failing setup | 0 |
| Fin. Hold Viols | 0 |
| Die width | 80 um |
| Synth cell types | 13 |
| Critical Path, Cell by Cell | buf_4, clkdlybuf4s50_1 |
| Wirelength per Cell | 9.38 um |
| Max reg flops | 4 |
| Synth Instances | 23 |
| Starting density of the core | 6.37% |
| Htree depth | 1 |
| First-pass DRT Iterations | 4 |
| Synth Register Bits | 4 |
| Worst skew pair latency | 0.24 ns |
| Initial antenna violation count | 0 |
| Clock sink count | 4 |
| Number of DRC markers in iteration 0 | 28 |
| Tool warnings | 25 |
| Power density over the cells | 689 mW/mm^2 |
| Slew Viols, Final | 0 |
| CORE AREA | 0.00342 sq mm |
| RSZ-0062 raised after global routing | no |
| Remaining DRCs | 0 |
| Overall Global Routing Usage | 2.92% |
| Hold_ws | 0.320 ns |
| Post-DP HPWL | 631 um |
| Seq share, synth | 46.0% |
| YS warnings | 2 |
| Inserted Diodes | 0 |
| Crit path max fanout | 3 |
| LEAKAGE | 0.191 nW |
| Slew headroom | 80.0% |
| Post-route setup TNS | 0 ns |
| Vias in the first global route | 261 |
| First-pass GRT wire length | 1390 um |
| Design Power | 0.316 mW |
routing by layer:
| metal | vias to the layer above | wire length (um) | track usage, % |
|---|---|---|---|
| met4 | 0 | 17 | 0.704 |
| met3 | 5 | 246 | 4.43 |
| met1 | 107 | 383 | 3.67 |
| li1 | 123 | - | - |
| met2 | 17 | 178 | 2.25 |
| met5 | - | 0 | 0 |
cell families after synthesis:
| kind of cell | count (synthesis) | synth area share [%] |
|---|---|---|
| AND-OR/OR-AND | 5 | 12.1 |
| AND/OR/NAND/NOR | 9 | 21.8 |
| flip-flops | 4 | 46.0 |
| adder cells (fa/ha/maj) | 1 | 5.75 |
| XOR/XNOR | 2 | 8.05 |
| buffers and inverters | 1 | 1.72 |
| multiplexers | 1 | 4.60 |
cells in the final DEF, fill, tap and decap left out, types with 2 or more instances in the layout:
cell / Yosys / routed
dfrtp_1: 4 / 4
buf_4: 0 / 4
nor2_1: 4 / 4
nand3_1: 2 / 2
clkbuf_4: 0 / 3
clkdlybuf4s50_1: 0 / 11
a21oi_1: 3 / 3
xor2_1: 2 / 2
Yosys cell counts:
| library cell | n | area, sq um |
|---|---|---|
| o21ai_0 | 1 | 5.00 |
| a21oi_1 | 3 | 15.0 |
| dfrtp_1 | 4 | 100 |
| nand3_1 | 2 | 10.0 |
| and4_2 | 1 | 10.0 |
| mux2i_1 | 1 | 10.0 |
| nor2_1 | 4 | 15.0 |
| ha_1 | 1 | 12.5 |
| a31oi_1 | 1 | 6.26 |
| or3_1 | 1 | 6.26 |
| nand2_2 | 1 | 6.26 |
| xor2_1 | 2 | 17.5 |
| clkbuf_1 | 1 | 3.75 |
where the power goes:
| part | internal (mW) | leakage [nW] | switching (mW) |
|---|---|---|---|
| registers | 0.101 | 0.0448 | 0.00824 |
| clock network | 0.0747 | 0.0138 | 0.0383 |
| logic | 0.0607 | 0.133 | 0.0326 |
what timing repair did:
item | 4_1_cts | 5_1_grt
hold endpoints to repair | 0 | 0
pin swaps | 0 | 1
setup buffers | 2 | 1
resized | 1 | 2
endpoints found under the setup margin | 1 | 1
final cells by class:
class                           instances  area, sq um
Timing Repair Buffer                   17          161
Clock buffer                            3         22.5
Multi-Input combinational cell         18          116
Fill cell                             397         2960
Sequential cell                         4          100
Tap cell                               46         57.6
path summary, 6_finish.rpt:
check	from	to	slack (ns)
max reg2reg	Q[1]	Q[2]	0.66
min in group clk0	Q[3]	Q[3]	0.61
max	Q[0]	Q[0]	0.25
max in group asynchronous	MR	Q[1]	1.32
min	MR	Q[2]	0.32
min reg2reg	Q[3]	Q[3]	0.61
metrics by stage:
step	area, sq um	setup WS, ns	std cells
3_5_place_dp	409	-0.0693	82
6_report	458	0.250	88
3_3_place_gp	409	-0.0641	82
4_1_cts	445	0.0236	87
2_1_floorplan	218	0.704	23
5_1_grt	458	0.184	88
Power and IR drop assume default switching activity.
