$ cat design.v
module Counter(clr, updown, clk, Q, C);
	input clr, updown, clk;
	output [7:0] Q;
	output C;
	reg [7:0] Q;
	reg C;
	always@(posedge clk or posedge clr)
		begin
			if(clr)
				begin 
					Q = 8'b00000000;
					C = 0;
				end
			else
				begin
					if(updown)
						begin
							if(Q == 8'b11111111)
								begin Q = 8'b00000000; C = 1; end
							else
								begin Q = Q + 1; C = 0; end;
						end
					else
						begin
							if(Q == 8'b00000000)
								begin Q = 8'b11111111; C = 1; end
							else
								begin Q = Q - 1; C = 0; end;
						end						
				end
		end
endmodule
$ cat run.sh
#!/bin/bash
# OpenROAD 26Q1-2900-gdf79404cd8, Yosys 0.63+post, stock flow scripts
make -C /OpenROAD-flow-scripts/flow DESIGN_CONFIG=/design/flow/config.mk WORK_HOME=/design/flow/orfs finish
$ cat config.mk
export PLATFORM = sky130hd
export DESIGN_NAME = Counter
export DESIGN_NICKNAME = Counter
export VERILOG_FILES = /design/flow/design.v
export SDC_FILE = /design/flow/constraint.sdc
export NUM_CORES = 4
export LEC_CHECK = 1
export CORE_AREA = 10 10 70 70
export DIE_AREA = 0 0 80 80
$ cat constraint.sdc
current_design Counter

set clk_period 2.3
set clk_io_pct 0.2

create_clock -name clk0 -period $clk_period [get_ports {clk}]

set non_clock_inputs [all_inputs -no_clocks]
set_input_delay [expr $clk_period * $clk_io_pct] -clock clk0 $non_clock_inputs
set_output_delay [expr $clk_period * $clk_io_pct] -clock clk0 [all_outputs]
==> impl_metrics.ini <==
; implementation run metrics
[timing]
postLayoutSetupSlackWorst_ns = 0.4793
tightest_slew_ns = 0.3813
grt_setup_unrepaired = no
fmax_ghz = 0.5492
setup_tns_ns = 0
holdWs_ns = 0.4729
worst_slew_margin_rel = 0.7455
clock_skews_ns = 0.008824
final_max_slew_viol_count = 0
hold_viol = 0
period_used_share = 0.7916
time_the_worst_path_needs_with_i_o_delays_and_setup_ns = 1.821
setup-violations-final = 0

[route]
route.detailed.drc = 0
drt_pass1_iterations = 4
route.antenna.remaining_nets = 0
detail_route.iter0.violations = 25
dr_total_vias = 565
via_per_inst = 4.346
wire_length_per_cell_after_detailed_routing_um = 11.73
insertedDiodeCount = 0
total_wirelength_um = 1525

[yosys]
synth_top_area_share = 0.3475
yosysWarningCount = 1
ys_cells = 72
synth_seq_share = 0.3475
synthesis.area_um2 = 648.1
syn_area_per_cell_um2 = 9.002
top_cells_by_count = dfrtp_1 (9), nand2_1 (6), nor2_1 (5)
asyncSetResetFlopFracSynth = 1.000
enable_flop_cells = 0
ys_dominant_reg_cell = dfrtp_1
synth.distinct_cells = 34
yosys-stat-area_um2 = 648.1
synth.most_common_cell = dfrtp_1
netlist_instances = 72
yosysTopAreaCell = dfrtp_1
yosys_register_bits = 9
synthTopCellsByArea = dfrtp_1 (35%), ha_1 (5.8%), nor3_2 (4.6%), and3_1 (3.9%), nand2_1 (3.5%)

[power]
share_clk_of_total_power = 0.153
power.internal_uw = 498.0
switching_share = 0.3872
seqPwrFrac = 0.436
p_switching_uw = 314.6
power_frac_comb = 0.411
power.static_leakage_nw = 0.3434
power.total_uw = 812.6
max_vdd_drop_uv = 279.9
power_per_cell_area_nw_per_um2 = 990.0

[global_routing]
grt_first_pass_wirelength_um = 2553
number_of_antenna_violations_at_the_first_check_in_global_routing = 0
grt_usage = 0.04824
via_count_of_the_first_global_routing_pass = 503
grt_residual_overflow = 0
grt_max_degree = 11

[clock_network]
clock_sink_count = 9
cts_made_buffers = 3
max-clock-path-buffers = 2
cts_resized = 0
cts.clk_slew.worst_paths_ns = 0.06
tritoncts = built
deepest_level_of_the_cts_h_tree = 1
clk_root_buffer_cell = clkbuf_4
cts_hold_buf = 0
clock_latency_ns = 0.27
cts_post_setup_buffers_inserted = 0

[flow_run]
drv_cap = 0
log.warning_count = 27

[place]
placement.cell_area_um2 = 794.5
post-place-ws_ns = 0.4156
place.detailed.hpwl_um = 1154
port_buffer_count = 11
placer_s_final_routability_congestion_estimate = 0.9550
place_inst = 126

[worst_setup_path]
critical-path-top-delay-family = flip-flops
worst_ep_arrival_time_ns = 1.36
cell_type_of_the_slowest_stage_on_the_worst_timing_path = dfrtp_1
worstSetupEndpointType = primary output
timing.critical_path.slowest_cell_delay_ns = 0.56
worst-path-max-fanout = 10
worst-path-buf-inv = 1
worstPathRequired_ns = 1.84
critical_path_cell_by_cell = clkdlybuf4s50_1
critical_path.startpoint_type = flip-flop
criticalPathCategory = reg2out

[final_layout]
area_growth_pct = 26.64
postLayoutCellArea_um2 = 820.8
post_route_cells_drive_above_1_share = 0.1071
finish.utilization = 0.2403
layoutNonFillerInstCount = 130

[die]
initCoreUtil = 0.1897
chipArea_um2 = 6400
coreArea_um2 = 3416
chipHeight_um = 80
floorplan.io_pins = 12
die_x_um = 80
row_count = 21

[status]
outcome = finished clean

[min_path]
class_of_the_tightest_hold_or_removal_check = in2async
sequential cells by signal, summed over array words and instances, names as in the netlist:
name  count
Q         8
C         1
logic make-up (layout without fill, tap and decap cells):
family,Yosys count,count (layout),synth area share
xor gates and xnor gates,4,4,0.05406
AOI/OAI and AO/OA,16,16,0.1699
DFF,9,9,0.3475
adders and majority gates,3,3,0.05792
muxes,1,1,0.01544
and+or+nand+nor,32,32,0.2992
buffers and inverters,7,19,0.05598
placed cells by master (no fill, tap or decap), drive strengths merged, types with 2 or more instances in the layout:
master / count
o21ai: 3
dfrtp: 9
ha: 3
nor3b: 2
nor3: 4
nor2: 5
clkdlybuf4s50: 11
xor2: 2
xnor2: 2
nand3: 3
inv: 4
nand2: 6
a21oi: 4
and3: 4
clkbuf: 4
cell type report:
class / instances / area [µm²]
fill: 375 / 2595
timing repair buffer: 11 / 110.1
sequential: 9 / 225.2
multi-input combinational: 56 / 386.6
tap: 46 / 57.56
clock buffer: 4 / 26.28
inverter: 4 / 15.01
metal layers:
layer  global-route usage  wire length (µm)  vias to the layer above
met2              0.07063               658                       24
met4             0.005282                 0                        0
met1              0.06906               739                      253
li1                     -                 -                      288
met3              0.01591               128                        0
met5                    0                 0                        -
path summary, 6_finish.rpt:
check	from	to	slack, ns	depth (start not counted)
min	clr	Q[4]	0.47	2
min in group clk0	Q[6]	Q[6]	0.60	1
min reg2reg	Q[6]	Q[6]	0.60	1
max reg2reg	Q[0]	Q[4]	0.58	6
max	Q[5]	Q[5]	0.48	1
max in group asynchronous	clr	C	1.55	2
power by group through the flow:
stage	Clock [mW]	Sequential (mW)	Combinational (mW)
final	0.124	0.354	0.334
after global routing	0.138	0.373	0.368
after CTS	0.127	0.352	0.342
Power figures rest on the tool's default switching activity, not on a simulated workload.
