[flow/run.sh]
#!/bin/bash
# OpenROAD 26Q1-2900-gdf79404cd8, Yosys 0.63+post, stock flow scripts
make -C /OpenROAD-flow-scripts/flow DESIGN_CONFIG=/design/flow/config.mk WORK_HOME=/design/flow/orfs finish
[flow/config.mk]
export PLATFORM = sky130hd
export DESIGN_NAME = HC_85
export DESIGN_NICKNAME = HC_85
export VERILOG_FILES = /design/flow/design.v
export SDC_FILE = /design/flow/constraint.sdc
export NUM_CORES = 4
export LEC_CHECK = 1
export CORE_AREA = 10 10 70 70
export DIE_AREA = 0 0 80 80
[flow/constraint.sdc]
current_design HC_85

set clk_period 1.9
set clk_io_pct 0.2

create_clock -name clk0 -period $clk_period

set non_clock_inputs [all_inputs -no_clocks]
set_input_delay [expr $clk_period * $clk_io_pct] -clock clk0 $non_clock_inputs
set_output_delay [expr $clk_period * $clk_io_pct] -clock clk0 [all_outputs]
[flow/design.v]
module HC_85(A3, A2, A1, A0, B3, B2, B1, B0, I1, I2, I3, Q1, Q2, Q3);
	input A3, A2, A1, A0, B3, B2, B1, B0, I1, I2, I3;	
	output Q1, Q2, Q3;		 
	reg Q1, Q2, Q3;
	always@(A3 or A2 or A1 or A0 or B3 or B2 or B1 or B0 or I1 or I2 or I3)
		begin
			if (A3 > B3)
				begin Q1 = 1; Q2 = 0; Q3 = 0; end
			else if (A3 < B3)
				begin Q1 = 0; Q2 = 0; Q3 = 1; end
			else
				begin
					if (A2 > B2)
						begin Q1 = 1; Q2 = 0; Q3 = 0; end
					else if (A2 < B2)
						begin Q1 = 0; Q2 = 0; Q3 = 1; end
					else
						begin
							if (A1 > B1)
								begin Q1 = 1; Q2 = 0; Q3 = 0; end
							else if (A1 < B1)
								begin Q1 = 0; Q2 = 0; Q3 = 1; end
							else
								begin
									if (A0 > B0)
										begin Q1 = 1; Q2 = 0; Q3 = 0; end
									else if (A0 < B0)
										begin Q1 = 0; Q2 = 0; Q3 = 1; end
									else
										begin
											if (I1 == 0 && I2 == 0 && I3 == 0)
												begin Q1 = 1; Q2 = 0; Q3 = 1; end
											else if (I1 == 0 && I2 == 0 && I3 == 1)
												begin Q1 = 0; Q2 = 0; Q3 = 1; end
											else if (I1 == 1 && I2 == 0 && I3 == 0)
												begin Q1 = 1; Q2 = 0; Q3 = 0; end
											else if (I1 == 1 && I2 == 0 && I3 == 1)
												begin Q1 = 0; Q2 = 0; Q3 = 0; end
											else if (I2 == 1)
												begin Q1 = 0; Q2 = 1; Q3 = 0; end
										end
								end
						end
				end
		end
endmodule	
==> node_exporter_impl.prom <==
# HELP chip_impl_metric Yosys and OpenROAD flow results
# TYPE chip_impl_metric gauge
chip_impl_info{name="cp_capture_point",value="Q1"} 1
chip_impl_metric{name="final_period_minus_worst_setup_slack",unit="ps"} 2202
chip_impl_metric{name="post_cts_hold_buffer_count",unit=""} 0
chip_impl_metric{name="netlist_area",unit="um^2"} 297.8
chip_impl_metric{name="area_growth",unit="%"} 94.96
chip_impl_metric{name="grt_util_met3",unit="%"} 0.7955
chip_impl_metric{name="unclocked_regs",unit=""} 3
chip_impl_metric{name="grt.met2_usage",unit="%"} 3.612
chip_impl_metric{name="total_number_of_vias",unit=""} 283
chip_impl_metric{name="detailedRoute.firstIterationViolations",unit=""} 2
chip_impl_metric{name="dp_slack",unit="ps"} -1246
chip_impl_metric{name="finalWirelength",unit="um"} 761
chip_impl_metric{name="postSynthCellCount",unit=""} 40
chip_impl_info{name="violations",value="setup timing"} 1
chip_impl_metric{name="setup_violations",unit=""} 2
chip_impl_metric{name="drt-vias-per-instance",unit=""} 2.775
chip_impl_metric{name="synth.avg_cell_area",unit="um^2"} 7.445
chip_impl_info{name="synth_top_flop_cell",value="sky130_fd_sc_hd__dlxtn_1"} 1
chip_impl_metric{name="comb_power_share",unit="%"} 92.5
chip_impl_metric{name="power.clock.fraction",unit="%"} 0
chip_impl_info{name="top_usage_layer",value="met2"} 1
chip_impl_metric{name="worstSetupPathDepth",unit=""} 8
chip_impl_info{name="grt_setup_unrepaired",value="true"} 1
chip_impl_metric{name="core_region_area",unit="um^2"} 3416
chip_impl_info{name="critical_path.endpoint_type",value="output pin"} 1
chip_impl_metric{name="fillCellCount",unit=""} 386
chip_impl_metric{name="postSynth.asyncResetShare",unit="%"} 0
chip_impl_info{name="start_kind",value="primary input"} 1
chip_impl_info{name="critical_path_start_end_classification",value="in2out"} 1
chip_impl_metric{name="drt_first_pass_iters",unit=""} 2
chip_impl_metric{name="synth-seq-cells",unit=""} 3
chip_impl_metric{name="hold_viol",unit=""} 0
chip_impl_metric{name="cp_slowest_stage_delay",unit="ps"} 340
chip_impl_metric{name="number_of_unconstrained_endpoints",unit=""} 3
chip_impl_metric{name="drcViolationCount",unit=""} 0
chip_impl_metric{name="cell_internal_pwr",unit="mW"} 0.06608
chip_impl_metric{name="number_of_synthesized_flops_with_an_enable_pin",unit=""} 0
chip_impl_metric{name="worst_ir_drop_vdd",unit="V"} 0.00009271
chip_impl_metric{name="critPathArrivalTime",unit="ps"} 1820
chip_impl_info{name="path_delay_family",value="simple AND/OR/NAND/NOR gates"} 1
chip_impl_metric{name="critPathMaxFanout",unit=""} 4
chip_impl_metric{name="dp_hpwl",unit="um"} 665.1
chip_impl_metric{name="initial_antenna_violation_count",unit=""} 0
chip_impl_info{name="crit_path_cell_trace",value="buf_8, inv_8, ha_4, or3b_1, a31oi_1, o22a_1, dlxtn_1, buf_2"} 1
chip_impl_metric{name="worst-path-buf-inv",unit=""} 3
chip_impl_metric{name="drive_gt1_share",unit="%"} 44.64
chip_impl_metric{name="antenna_cells",unit=""} 0
chip_impl_metric{name="ys_cells",unit=""} 40
chip_impl_metric{name="critPathRequiredTime",unit="ps"} 1520
chip_impl_metric{name="floorplan.initialDensity",unit="%"} 8.718
chip_impl_metric{name="wl_per_cell",unit="um"} 7.461
chip_impl_metric{name="net_load_switching_power",unit="mW"} 0.04502
chip_impl_metric{name="vias_in_the_first_global_route",unit=""} 308
chip_impl_metric{name="seq_area",unit="um^2"} 46.29
chip_impl_metric{name="grt_max_degree",unit=""} 6
chip_impl_metric{name="report.final.slew_viol_count",unit=""} 0
chip_impl_metric{name="die_w",unit="um"} 80
chip_impl_metric{name="timing.final.crit_share",unit="%"} 115.9
chip_impl_metric{name="global_route.usage.total",unit="%"} 2.382
chip_impl_metric{name="power.share.sequential",unit="%"} 7.5
chip_impl_metric{name="grt_pass1_wl",unit="um"} 1311
chip_impl_metric{name="stage_log_warnings",unit=""} 39
chip_impl_metric{name="yosys_area",unit="um^2"} 297.8
chip_impl_info{name="worstSetupStartpoint",value="A0"} 1
chip_impl_metric{name="timing.max_cap.violations",unit=""} 0
chip_impl_metric{name="place_congestion",unit=""} 0.6969
chip_impl_metric{name="logic_area",unit="um^2"} 300.3
chip_impl_metric{name="finalInstanceArea",unit="um^2"} 580.6
chip_impl_metric{name="io_pins",unit=""} 14
chip_impl_info{name="final_layout_top_logic_cells",value="5 x sky130_fd_sc_hd__ha_4, 5 x sky130_fd_sc_hd__buf_2, 4 x sky130_fd_sc_hd__inv_1, 4 x sky130_fd_sc_hd__nor2_1"} 1
chip_impl_metric{name="dpl-instance-area",unit="um^2"} 523.0
chip_impl_metric{name="final.setup.worst_slack",unit="ps"} -302.4
chip_impl_metric{name="core.rowCount",unit=""} 21
chip_impl_metric{name="netSwitchingFraction",unit="%"} 40.52
chip_impl_metric{name="die_height",unit="um"} 80
chip_impl_metric{name="route.antenna.remaining_nets",unit=""} 0
chip_impl_info{name="worst_path_max_delay_cell",value="sky130_fd_sc_hd__or3b_1"} 1
chip_impl_metric{name="yosys_warnings",unit=""} 1
chip_impl_metric{name="leakagePower",unit="nW"} 0.2522
chip_impl_metric{name="pwr_density_cell",unit="nW/um^2"} 191.4
chip_impl_metric{name="use_met1",unit="%"} 3.377
chip_impl_info{name="outcome",value="complete, but fails checks"} 1
chip_impl_metric{name="fmax",unit="MHz"} 454.0
chip_impl_metric{name="netlist-cell-type-count",unit=""} 16
chip_impl_metric{name="grt-ovfl-total",unit=""} 0
chip_impl_metric{name="report.power.total",unit="mW"} 0.1111
chip_impl_metric{name="die_area",unit="um^2"} 6400
chip_impl_metric{name="portbufs",unit=""} 14
## state kept, by name (all words and copies together) (netlist names)
| signal | cells |
|---|---|
| Q2 | 1 |
| Q3 | 1 |
| Q1 | 1 |
## layer usage
metal	routed length, um	share of wire (%)
met5	0	0
met4	0	0
met3	74	9.7
met2	278	37
met1	408	54
## final cells by class
class / count / area share, %
repair buffers: 14 / 22.41
well taps: 46 / 9.914
inverters: 9 / 7.974
multi-input cells: 30 / 51.72
flip-flops and latches: 3 / 7.974
## cell usage after synthesis (all sizes together) (2+ instances only)
library cell / n / area share [%]
dlxtn: 3 / 15
o21ai: 4 / 6.7
a21oi: 2 / 3.4
nor2: 4 / 5.0
ha: 8 / 34
inv: 9 / 11
## power groups by stage
| stage | combinational [mW] | clock [mW] | sequential [mW] |
|---|---|---|---|
| 4_1_cts | 0.0995 | 0 | 0.00840 |
| 5_1_grt | 0.118 | 0 | 0.00869 |
| 6_report | 0.103 | 0 | 0.00837 |
## cell families after synthesis
| kind of cell | Yosys count | share of synthesized area [%] |
|---|---|---|
| latches | 3 | 15.12 |
| other | 1 | 1.259 |
| buffers and inverters | 9 | 11.34 |
| AND-OR/OR-AND | 8 | 15.13 |
| AND/OR/NAND/NOR | 11 | 23.53 |
| adder cells (fa/ha/maj) | 8 | 33.61 |
## through the flow
step / std cells / utilization (%) / TNS [ps]
2_1_floorplan: 42 / - / -57.16
3_3_place_gp: 102 / 15.31 / -3208
3_5_place_dp: 102 / 15.31 / -3229
4_1_cts: 102 / 16.52 / -653.1
5_1_grt: 102 / 17.00 / -712.3
6_report: 102 / 17.00 / -508.0
## timing repair
action,4_1_cts,5_1_grt
pin swaps,13,5
setup buffers,0,0
endpoints found under the hold margin,0,0
setup endpoints to repair,3,3
cloned,0,0
resized,70,4
Power is estimated from default activity; no workload was simulated.
